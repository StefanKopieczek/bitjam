===== flow/constraint.sdc =====
current_design debouncer

set clk_period 4.1
set clk_io_pct 0.2

create_clock -name clk0 -period $clk_period [get_ports {clock_100mhz}]

set non_clock_inputs [all_inputs -no_clocks]
set_input_delay [expr $clk_period * $clk_io_pct] -clock clk0 $non_clock_inputs
set_output_delay [expr $clk_period * $clk_io_pct] -clock clk0 [all_outputs]

===== flow/run.sh =====
#!/bin/bash
# OpenROAD 26Q1-2900-gdf79404cd8, Yosys 0.63+post, stock flow scripts
make -C /OpenROAD-flow-scripts/flow DESIGN_CONFIG=/design/flow/config.mk WORK_HOME=/design/flow/orfs finish

===== flow/config.mk =====
export PLATFORM = sky130hd
export DESIGN_NAME = debouncer
export DESIGN_NICKNAME = debouncer
export VERILOG_FILES = /design/flow/design.v
export SDC_FILE = /design/flow/constraint.sdc
export NUM_CORES = 4
export LEC_CHECK = 1
export CORE_AREA = 10 10 77 77
export DIE_AREA = 0 0 87 87
export SYNTH_HDL_FRONTEND = slang

===== flow/design.v =====
`timescale 1ns / 1ps
module debouncer(
    input logic clock_100mhz,
    input logic raw,
    output logic debounced
    );
    logic [19:0] counter;
    initial counter = 20'd0;    
    initial debounced = raw;
    always @(posedge clock_100mhz) begin
        if ((debounced != raw) && counter[19] == 1) begin
            counter <= 0;
            debounced <= raw;
        end else if ((debounced != raw)) begin        
            counter <= counter + 1;
        end else begin
            counter <= 0;            
        end
    end
endmodule

==> results.cfg <==
; yosys + openroad results
[status]
status = completed

[clock_tree]
cts_buffers = 3
clk_pin_slew_ns = 0.07
clk_latency_ns = 0.25
postCtsHoldBufs = 0
cts_max_level = 1
cts_tree = built
cts-root-buf = clkbuf_8
cts_resized = 0
postCtsSetupBuffers = 0
cts.sinks = 21
clockBufferDepth = 2

[layout]
drive_gt1_frac = 0.108
fillers = 445
fin_util = 0.245
area_delta_synth_final_pct = 11.9
stdcell_count = 154

[yosys]
avgSynthCellArea_um2 = 9.64
ys_chip_area_um2 = 955
post_synth_main_area_contributors = dfxtp_1 (42%), xnor2_1 (11%), nor2_1 (6.3%), nor4_2 (5.2%), edfxtp_1 (3.1%)
syn_inst = 99
synth_stat.cells = 99
ys_warn_count = 0
top_cells_by_count = dfxtp_1 (20), nor2_1 (16), xnor2_1 (12)
syn_area_um2 = 955
edf_count = 1
ys_seq_frac = 0.451
yosys.area.top_type = dfxtp_1
ys_ff = 21
yosys.area.top_type_share = 0.419
ys.flop_type = dfxtp_1
yosys.cell_count.top_type = dfxtp_1
async_flop_share = 0
synth_cell_types = 29

[floorplanning]
die_y_um = 87
row_count = 24
initCoreUtil = 0.219
die_w_um = 87
core_area_mm2 = 0.00435
ios = 3
dieArea_mm2 = 0.00757

[sta]
rsz0062_at_grt = false
clock_skew_ns = 0.00226
layout_min_cycle_time_ns = 2.17
tns_ns = 0
setup_viol = 0
relSlewSlack = 0.595
post-route-period-util = 0.528
hold_viol = 0
worstMarginPinSlew_ns = 0.607
fmaxAchievable_mhz = 462
timing.final.ws_setup_ns = 1.93
drv_slew = 0

[worst_setup_path]
worst_setup_path_start_kind = input pin
crit_path_end_kind = register
critPathMaxFanout = 17
regToRegSetupSlack_ns = 2.39
rr_endpoint = counter[18]
r2r-start = counter[4]
rr_worst_depth = 4
worstPathArrival_ns = 2.32
worstPathRequired_ns = 4.25
critical_path_class = input pin to register

[route]
first_pass_iters = 4
finalWirelength_um = 1590
antenna_cells = 0
antenna_left = 0
drtIter0Drc = 34
num_vias = 647
avgRoutedWirePerCell_um = 10.3
viasPerCell = 4.20
drc = 0

[placed_design]
hpwl_um = 1100
dpl.cell_count = 150
io_buffers = 2
gp_congestion = 0.814
post-place-ws_ns = 1.69

[global_routing]
grt_overflow = 0
track_usage = 0.0453
grt_pass1_vias = 636
grt_max_degree = 18
grt_antenna_before_repair = 0
grt_pass1_wl_um = 2850

[pwr]
leakage_nw = 0.356
peakVddDrop_v = 0.000131
power-per-cell-area_mw_per_mm2 = 331
total_power_mw = 0.353

[min_path]
hold_path.class = register to register
hold_path_depth = 1
hp-start = counter[18]
hold_end = counter[19]

[job]
max_cap_viol_count = 0
warning_count = 25
[where the power goes]
| part | switching (mW) | leakage (nW) | total [mW] | internal [mW] |
|---|---|---|---|---|
| registers | 0.00372 | 0.171 | 0.212 | 0.208 |
| clock network | 0.0626 | 0.0228 | 0.132 | 0.0691 |
| logic | 0.00586 | 0.163 | 0.00988 | 0.00402 |
[layout make-up]
class / count / area, µm² / share of cell area
well taps: 52 / 65.1 / 0.0609
inverters: 5 / 18.8 / 0.0176
clock buffers: 4 / 45.0 / 0.0422
flip-flops and latches: 21 / 430 / 0.403
multi-input cells: 70 / 489 / 0.458
repair buffers: 2 / 20.0 / 0.0187
[flip-flops by register name, summed over array words and instances, names as in the netlist]
signal and flops:
debounced 1, counter 20
[worst max-delay path: stages]
cell	delay (ns)
clkdlybuf4s50_1	0.43
xnor2_1	0.29
or2_1	0.55
a211o_1	0.18
nand2_1	0.05
[through the flow]
stage	hold WS, ns	cell area (µm²)
floorplan	0.443	955
global placement	0.462	1020
detailed placement	0.474	1020
CTS	0.486	1070
global route	0.492	1070
finish	0.483	1070
[cells by family (layout without fill, tap and decap cells)]
| group | count (synthesis) | after routing | synth area share |
|---|---|---|---|
| buffers and inverters | 8 | 11 | 0.0367 |
| AOI/OAI and AO/OA | 4 | 4 | 0.0288 |
| muxes | 1 | 1 | 0.0105 |
| and+or+nand+nor | 50 | 50 | 0.332 |
| xor gates and xnor gates | 14 | 14 | 0.128 |
| DFF | 21 | 21 | 0.451 |
| adders and majority gates | 1 | 1 | 0.0131 |
[worst max path at each step]
stage	start	to	slack, ns
final	raw	counter[18]	1.93
after global routing	raw	counter[18]	1.80
after CTS	raw	counter[18]	1.94
[layout by cell type, fill, tap and decap left out, types with 3 or more instances in the layout]
cell,count
nand3_1,5
clkbuf_8,3
nand4_1,4
nor3_1,4
xnor2_1,12
nor4_2,4
dfxtp_1,20
nor2_1,16
inv_1,5
nand2_1,5
[layer usage]
metal | track usage | share of wire | vias to the layer above | wire, µm
met5 | 0 | 0 | - | 0
met1 | 0.0676 | 0.54 | 290 | 852
met2 | 0.0600 | 0.39 | 10 | 617
met4 | 0.00442 | 0.0082 | 0 | 13
met3 | 0.0208 | 0.064 | 2 | 101
li1 | - | - | 345 | -
No activity file was given, so power comes from the tool's default toggle rates.
