## design/flow/design.v

```verilog
`timescale 1ns / 1ps
module unsigned_floating_point_adder(
    input logic [23:0] a_mant,
    input logic [23:0] b_mant,
    input logic [7:0] exp,    
    output logic [30:0] out   
    );           
    logic [24:0] sum_mant_with_overflow;
    assign sum_mant_with_overflow = a_mant + b_mant;         
    logic [7:0] out_exp;
    logic [22:0] out_mant;          
    always_comb begin                
        if (sum_mant_with_overflow[24]) begin
            out_mant = sum_mant_with_overflow >> 1;
            out_exp = (exp + 1);
        end
        else begin
            out_mant = sum_mant_with_overflow;
            out_exp = exp;
        end      
        out = {out_exp, out_mant[22:0]};  
    end
endmodule
```

## design/flow/run.sh

```bash
#!/bin/bash
# OpenROAD 26Q1-2900-gdf79404cd8, Yosys 0.63+post, stock flow scripts
make -C /OpenROAD-flow-scripts/flow DESIGN_CONFIG=/design/flow/config.mk WORK_HOME=/design/flow/orfs finish
```

## design/flow/config.mk

```make
export PLATFORM = sky130hd
export DESIGN_NAME = unsigned_floating_point_adder
export DESIGN_NICKNAME = unsigned_floating_point_adder
export VERILOG_FILES = /design/flow/design.v
export SDC_FILE = /design/flow/constraint.sdc
export NUM_CORES = 4
export LEC_CHECK = 1
export CORE_AREA = 10 10 89 89
export DIE_AREA = 0 0 99 99
```

## design/flow/constraint.sdc

```tcl
current_design unsigned_floating_point_adder

set clk_period 15.7
set clk_io_pct 0.2

create_clock -name clk0 -period $clk_period

set non_clock_inputs [all_inputs -no_clocks]
set_input_delay [expr $clk_period * $clk_io_pct] -clock clk0 $non_clock_inputs
set_output_delay [expr $clk_period * $clk_io_pct] -clock clk0 [all_outputs]
```

==> deck_impl_summary.md <==
Key Metrics from the Run

STA
  – RSZ-0062 raised after global routing: no
  – Fin Setup TNS: 0 ns
  – Hold Fails Final Rpt: 0
  – Cycle use final: 60.8%
  – Fin crit period: 9.55 ns
  – Final Max Tran Viols: 0
  – Worst slew margin: 48.3%
  – Worst slew pin tran: 0.765 ns
  – Final setup violation count: 0
  – Maximum clock frequency: 0.105 GHz

Yosys
  – Top cell area share: 16.2%
  – Synthesis Warnings: 1
  – Post-Synthesis Cells: 242
  – Yosys cell count: 242
  – Netlist Area Pre-Place: 1930 um^2
  – Unique cell types: 58
  – Synth area leader: ha_1
  – Yosys Chip Area: 1930 um^2
  – Avg Inst Size Synth: 7.96 um^2
  – Top cells by area: ha_1, mux2_4, xnor2_1, a21o_1, a21oi_1
  – Seq share, synth: 0%

CTS
  – # hold bufs at CTS: 0
  – Post-CTS Setup Bufs: 0
  – Post-CTS Resized: 0

GRT
  – Gr usage total: 10.9%
  – First-pass GRT wire length: 9440 um
  – GR Layer Usage met1: 15.5%
  – GRT busiest layer: met2
  – Met2 global-route usage: 17.9%
  – Largest net degree at the start of global routing: 24
  – M3 GR Usage: 1.69%
  – Vias in the first global route: 1,987
  – Grt ovf: 0
  – Initial antenna violation count: 0

Die
  – Die area: 9800 um^2
  – Die X: 99 um
  – FP Util: 32.1%
  – Core area: 5990 um^2
  – Rows: 28
  – Die Y: 99 um
  – Top-Level Pins: 87

Worst setup path
  – Worst path arrival time: 6.41 ns
  – Critical Path Start Type: primary input
  – Critical path startpoint: a_mant[0]
  – Crit. End Element: primary output
  – WP data required: 12.56 ns
  – Max FO, Critical Path: 23
  – WS Path Type: in2out

Detailed routing
  – Vias per inst: 5.24
  – N_diodes: 0
  – Via count: 2,040
  – DR WL/cell: 14.8 um
  – First-pass iteration count of the detailed router: 4
  – Routed WL: 5750 um
  – DRC: 0
  – Post-route ant nets: 0
  – Initial DRC count: 90

Placement
  – Routability Congestion: 0.918
  – Hpwl dp: 5060 um
  – IO buf count: 87

Final layout
  – Most frequent logic cell in the layout: clkdlybuf4s50_1
  – FF/Latch Area: 0 um^2
  – Number of clock buffers in the layout: 0
  – Layout area overhead: 45.0%
  – Top logic cells by instance count in the layout: clkdlybuf4s50_1, ha_1, xnor2_1
  – Share of cells above drive strength 1: 8.92%
  – Filler Cell Count: 595
  – Seq cells: 0

Power and ir drop
  – Peak supply drop: 0.0000244 V
  – Leak pwr: 1.21 nW
  – Pwr dens: 49.3 nW/um^2
  – Tot Pwr: 0.138 mW

Flow run
  – # Max-Cap Violations: 0
  – Tool warnings: 32

Run status
  – Status: finished clean

Worst hold path
  – WHS Endpoint: out[30]
  – Min-delay worst type: in2out
  – Worst Hold Launch: exp[7]
  – Worst hold path depth: 3
-- synthesized netlist by cell type (all sizes together) (2+ instances only) --
| library cell | n |
|---|---|
| ha | 25 |
| xnor2 | 19 |
| a21oi | 18 |
| mux2 | 16 |
| nor2 | 15 |
| a21o | 14 |
| nand2 | 13 |
| o21ai | 13 |
| buf | 10 |
| inv | 10 |
| o2111ai | 7 |
| a31oi | 6 |
| xor2 | 6 |
| and3 | 5 |
| clkbuf | 5 |
| mux2i | 5 |
| o21a | 5 |
| a21boi | 4 |
| nand3 | 4 |
| o211ai | 4 |
| nand4 | 3 |
| o22ai | 3 |
| o31ai | 3 |
| a211oi | 2 |
| and2 | 2 |
| and4 | 2 |
| nand2b | 2 |
| o21bai | 2 |
| o311ai | 2 |
| o41ai | 2 |
| or3 | 2 |
-- how the worst max path moves through the flow --
| stage | end | cells after the start |
|---|---|---|
| 5_1_grt | out[4] | 12 |
| 4_1_cts | out[8] | 12 |
| 6_report | out[13] | 12 |
-- cell families (layout without fill, tap and decap cells) --
kind of cell	count (synthesis)	after routing	share of synthesized area, %
buffers and inverters	25	97	7.02
AND-OR/OR-AND	93	93	34.6
XOR/XNOR	25	25	11.4
adder cells (fa/ha/maj)	26	26	17.3
AND/OR/NAND/NOR	52	52	15.3
multiplexers	21	21	14.5
-- per-layer routing --
layer,up-vias,share of wire [%]
met5,-,0
met4,0,0
met3,0,6.5
met2,72,44
met1,896,50
li1,1072,-
-- critical path: stages --
cell and delay [ns]:
clkdlybuf4s50_1 0.46, ha_1 0.19, inv_1 0.06, fa_1 0.39, nor2b_1 0.17, o2111ai_1 0.20
a21oi_2 0.30, o21ai_2 0.13, a21boi_4 0.41, nor2_8 0.18, mux2_4 0.35, clkdlybuf4s50_1 0.43
-- final cells by class --
type / instances / area [um^2] / share of cell area, %
timing repair buffer: 87 / 871 / 31.2
multi-input combinational: 217 / 1790 / 64.1
inverter: 10 / 37.5 / 1.34
tap: 75 / 93.8 / 3.36
-- report_power, final --
part           switching [mW]  leakage, nW  total [mW]  internal [mW]
registers                   0            0           0              0
logic                  0.0530         1.21       0.138         0.0847
clock network               0            0           0              0
-- through the flow --
step / instance area (um^2) / instances / worst slack [ns] / hold WS [ns] / util (%)
2_1_floorplan: 1930 / 242 / 7.43 / 6.31 / -
3_3_place_gp: 2790 / 389 / 6.17 / 7.23 / 46.6
3_5_place_dp: 2790 / 389 / 6.15 / 7.23 / 46.6
4_1_cts: 2790 / 389 / 6.14 / 7.24 / 46.6
5_1_grt: 2790 / 389 / 5.94 / 7.28 / 46.6
6_report: 2790 / 389 / 6.15 / 7.23 / 46.6
No activity file was given, so power comes from the tool's default toggle rates.
