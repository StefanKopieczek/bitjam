==> flow/config.mk <==
export PLATFORM = sky130hd
export DESIGN_NAME = floating_point_normalizer
export DESIGN_NICKNAME = floating_point_normalizer
export VERILOG_FILES = /design/flow/design.v
export SDC_FILE = /design/flow/constraint.sdc
export NUM_CORES = 4
export LEC_CHECK = 1
export CORE_UTILIZATION = 40
==> flow/constraint.sdc <==
current_design floating_point_normalizer

set clk_period 13.4
set clk_io_pct 0.2

create_clock -name clk0 -period $clk_period

set non_clock_inputs [all_inputs -no_clocks]
set_input_delay [expr $clk_period * $clk_io_pct] -clock clk0 $non_clock_inputs
set_output_delay [expr $clk_period * $clk_io_pct] -clock clk0 [all_outputs]
==> flow/design.v <==
`timescale 1ns / 1ps
module floating_point_normalizer(
    input logic [31:0] a,
    input logic [31:0] b,
    output logic [7:0] exp,
    output logic a_sign,
    output logic [23:0] a_mant,
    output logic b_sign,
    output logic [23:0] b_mant    
    );
    logic [7:0] a_exp_prenorm;
    logic [7:0] b_exp_prenorm;
    logic [23:0] a_mant_prenorm;
    logic [23:0] b_mant_prenorm;
    logic [6:0] shift;
    assign a_sign = a[31];
    assign b_sign = b[31];                
    always @(a, b) begin        
        a_exp_prenorm = a[30:23];
        b_exp_prenorm = b[30:23];
        a_mant_prenorm = {1, a[22:0]};   
        b_mant_prenorm = {1, b[22:0]};
        if (a_exp_prenorm >= b_exp_prenorm) begin
            shift = a_exp_prenorm - b_exp_prenorm;
            exp = a_exp_prenorm;
            a_mant = a_mant_prenorm;
            b_mant = b_mant_prenorm >>> shift;
        end
        else begin
            shift = b_exp_prenorm - a_exp_prenorm;
            exp = b_exp_prenorm;
            b_mant = b_mant_prenorm;
            a_mant = a_mant_prenorm >>> shift;        
        end
   end    
endmodule
==> flow/run.sh <==
#!/bin/bash
# OpenROAD 26Q1-2900-gdf79404cd8, Yosys 0.63+post, stock flow scripts
make -C /OpenROAD-flow-scripts/flow DESIGN_CONFIG=/design/flow/config.mk WORK_HOME=/design/flow/orfs finish
==> run summary <==
Results of the full flow below.

Outcome:
- The flow ran to the end, and the final reports show no timing, DRC or antenna violations.

Flow run:
- Summing over the stages, the warning tally comes to 39.
- The run puts the tally of max-capacitance violations at 0.

Timing:
- The run gives the transition time at the pin with the least slew margin as 0.9240 ns.
- The run gives the count of final hold-check violations as 0.
- In the final report, the number of endpoints failing setup comes to 0.
- The run puts the minimum clock period at around 10 ns.
- Headroom to the max-slew limit came out at 38.20%.
- Setup repair after global routing left no endpoint under its margin.
- After layout, the worst path uses 77.24% of the clock period.
- The run puts the achievable clock frequency at 96.62 MHz.
- The run gives the final number of max-transition violations as 0.
- The run gives the sum of negative setup slack as 0 ns.

Power and ir drop:
- The run gives the maximum vdd drop as 36.93 uV.
- The run gives the cell area power density as 90.98 nW/um^2.
- The power report puts the leakage power at 1.798 nW.

Global route:
- The initial antenna violation count is 0.
- Recorded from the global router log, the overflow total was 0.
- Entering global routing, the biggest net connects 62 pins.
- Routing resource usage on met3 recorded by global route was roughly 8.4%.
- Global route summary, busiest routing layer listed as met2.
- For this run, the total global-route usage over all layers was measured as 34.50%.
- In the global route stage, met1 resource usage came out at 49.08%.
- The run puts the number of global-route vias before repair at around 4,100.
- The run gives the first-pass GRT wire length as around 23 mm.
- The run gives the met2 global-route usage as 53.04%.

Final layout:
- The run puts the utilization of the core after routing at 55.91%.
- The run puts the share of final-layout standard cells stronger than drive strength 1 at 7.895%.
- The run gives the final-layout clock buffer total as 0.
- The run gives the area added between synthesis and finish as 32.82%.
- The run puts the count of flip-flops and latches at 0.
- The run gives the sequential standard cell area as 0 um^2.

Floorplanning:
- The run gives the vertical die dimension as 95.69 um.
- The run puts the horizontal die size at 95.69 um.
- The run gives the count of boundary I/O pins as 122.
- The run gives the placeable core area as about 8300 um^2.
- The run gives the placement row count as 33.
- For this configuration, the core starts out at a cell density of 42.09%.
- The run gives the area of the chip as 9156 um^2.

Synthesis:
- Sorting the Yosys area breakdown by cell type puts at the top sky130_fd_sc_hd__nand2_1.
- Counting instances in the post-synthesis netlist gives the leading cell types as sky130_fd_sc_hd__nand2_1 (84), sky130_fd_sc_hd__o21ai_0 (38), sky130_fd_sc_hd__nand3_1 (37), sky130_fd_sc_hd__nor2_1 (30), sky130_fd_sc_hd__a21oi_1 (23).
- The run puts the yosys stat cell total at 527.
- The run puts the number of warnings reported in the yosys synthesis log at 1.
- In this run the mean area of a mapped cell was roughly 6.7 um^2.
- Sequential elements use 0% of the synthesized area.
- Synthesis instantiated 76 different standard cells from the library.
- Synthesis produced a netlist whose cell count is 527.
- Yosys attributes the largest share of cell area to sky130_fd_sc_hd__nand2_1 (9.0%), sky130_fd_sc_hd__mux2i_1 (5.7%), sky130_fd_sc_hd__o21ai_0 (5.4%).
- The run puts the post-synthesis instance area at 3511 um^2.
- The run gives the most numerous cell in the Yosys netlist as sky130_fd_sc_hd__nand2_1.
- The run gives the top cell type's share of synthesized area as under 10%.
- The run puts the total cell area reported by yosys after synthesis at 3511 um^2.

Critical path:
- For this design, the slowest cell found on the critical path is sky130_fd_sc_hd__buf_4.
- The run gives the dominant delay contributor by cell family on the critical path as buffers and inverters.
- The run gives the type of destination of the critical path as an output pin.
- STA classifies the critical path startpoint as an input port.
- The OpenROAD report gives the critical path a data arrival time of 7.67 ns.
- The run gives the buffer and inverter count on the worst path as 5.
- The cell sequence reported for the critical path is clkdlybuf4s50_1 > inv_1 > ha_1 > buf_4 > nand4_1 > o21a_4 > o21ai_4 > buf_4 > a32oi_1 > mux2_2 > mux2_1 > o22ai_1 > o21ai_1 > a31oi_1 > clkdlybuf4s50_1.
- The run gives the highest net fanout along the worst path as around 60.
- The run gives the worst setup path category as in2out.
- The longest incremental delay of any stage on the critical path is reported as 0.57 ns.
- The run gives the worst setup path startpoint as a[23].
- The run puts the required time of the critical path at 10.72 ns.

Hold path:
- STA reports the tightest min-delay check as being of type in2out.
- The run gives the source of the worst hold timing path as a[31].

Place:
- Port buffering added roughly 120 buffers.
- The run puts the last weighted congestion value of the routability-driven placer at slightly above 1.
- The run gives the HPWL after detailed placement as 12.22 mm.

Route:
- For this run, the detailed router reports a per-instance via density of about 6.7.
- For this run, the script counts the antenna cells in the layout as 0.
- The run puts the count of TritonRoute iterations in the first routing pass at 5.
- Across all layers, the routed design uses about 4,700 vias.
- Per the detailed-route log, wirelength across all metal layers totals roughly 16 mm.
- The run puts the number of DRC markers after the initial detailed-route iteration at around 500.
- For this run, design rule violations remaining after detail routing come to 0.
- The run gives the residual antenna-violating net count after detailed routing as 0.
- For this sky-water flow run, the detailed-routed wirelength per cell is reported as 21.96 um.

Clock tree:
- After clock tree synthesis, the setup repair step added 0 buffers.
- The report puts the hold buffer count at CTS at 0.
- The run gives the number of gates given a new drive strength after cts as 0.
==> layer usage <==
metal  routed length (um)  vias to the layer above
met4                  365                        0
met2                 6846                      285
met3                 1798                       32
met1                 6644                     2217
met5                    0                        -
li1                     -                     2214
==> path summary, 6_finish.rpt <==
check	end	depth (start not counted)	slack, ns
worst max-delay path	a_mant[4]	15	3.05
worst min-delay path	a_sign	0	5.36
==> layout make-up <==
type / count / area [um^2]
fillers: 785 / 3677
multi-input cells: 458 / 3189
repair buffers: 129 / 1264
well taps: 105 / 131.4
inverters: 21 / 78.83
==> kinds of logic after synthesis <==
logic type,synth area share (%)
simple gates,29.08
xor+xnor,0.2495
fa+ha+maj,6.130
buf+inv,9.373
mux,10.90
compound gates,44.26
==> where the power goes <==
part,total (mW),leakage [nW],switching (mW),internal (mW)
registers,0,0,0,0
clock network,0,0,0,0
logic,0.424,1.80,0.254,0.170
==> stage by stage <==
stage	hold slack, ns	area [um^2]	power, mW	setup WS (ns)	std cells
final	5.360	4663	0.4243	3.050	713
after global routing	5.360	4663	0.4550	2.773	713
after CTS	5.360	4663	0.4131	3.175	713
after detailed placement	5.360	4663	0.4116	3.188	713
after global placement	5.360	4663	0.4147	3.222	713
after floorplan	5.412	3511	0.2563	5.199	527
==> cells in the final DEF, fill, tap and decap left out, types with 6 or more instances in the layout <==
master,Yosys,layout
sky130_fd_sc_hd__nand3_1,37,37
sky130_fd_sc_hd__nor4b_1,8,8
sky130_fd_sc_hd__clkdlybuf4s50_1,0,118
sky130_fd_sc_hd__o211ai_1,9,9
sky130_fd_sc_hd__nand4_1,10,10
sky130_fd_sc_hd__nor2_1,30,30
sky130_fd_sc_hd__a32oi_1,18,18
sky130_fd_sc_hd__mux2i_1,20,20
sky130_fd_sc_hd__o31ai_1,9,9
sky130_fd_sc_hd__inv_1,21,21
sky130_fd_sc_hd__buf_4,6,11
sky130_fd_sc_hd__o21ai_0,38,38
sky130_fd_sc_hd__o2111ai_1,6,6
sky130_fd_sc_hd__o211a_1,18,18
sky130_fd_sc_hd__nand2_1,84,84
sky130_fd_sc_hd__a21oi_1,23,23
sky130_fd_sc_hd__a31oi_1,22,22
sky130_fd_sc_hd__ha_1,14,14
sky130_fd_sc_hd__o21ai_1,8,8
Power and IR drop assume default switching activity.
